==> /design/flow/design.v <==
module ALU #(
    parameter DATA_WIDTH = 32,
    parameter OPCODE_LENGTH = 5
)(
    input logic [DATA_WIDTH-1:0] rs1,
    input logic [DATA_WIDTH-1:0] rs2,
    input logic [OPCODE_LENGTH-1:0] Opcode,
    output logic [DATA_WIDTH-1:0] rd,
    output logic Con_BLT,
    output logic Con_BGT,
    output logic zero
);
    always_comb begin
        rd = 'd0;
        Con_BLT = 'b0;
        Con_BGT = 'b0;
        zero = 'b0;
        case(Opcode)
            5'b00001: rd = rs1 + rs2;
            5'b00010: begin
                rd = rs1 - rs2;
                Con_BLT = ($signed(rd) < $signed(1'd0));
                Con_BGT = ($signed(rd) > $signed(1'd0));
                zero = (rd == 1'd0);
            end
            5'b00011: rd = rs1 << (rs2[4:0] & 5'b11111);
            5'b00100: rd = rs1 >> (rs2[4:0] & 5'b11111);
            4'b00101: rd = $signed(rs1) >>> (rs2[4:0] & 5'b11111);
            5'b00110: rd = rs1 & rs2;
            5'b00111: rd = rs1 | rs2;
            4'b01000: rd = rs1 ^ rs2;
            5'b01001: rd = ($signed(rs1) < $signed(rs2)) ? 1'd1 : 1'd0;
            5'b01010: rd = (rs1 < rs2) ? 1'd1 : 1'd0;
            5'b01011: rd = rs1 + {{(DATA_WIDTH-12){rs2[11]}}, rs2};
            5'b01100: rd = rs1 << (rs2[4:0] & 5'b11111);
            5'b01101: rd = rs1 >> (rs2[4:0] & 5'b11111);
            5'b01110: rd = $signed(rs1) >>> (rs2[4:0] & 5'b11111);
            5'b01111: rd = rs1 & {{(DATA_WIDTH-12){rs2[11]}}, rs2};
            5'b10000: rd = rs1 | {{(DATA_WIDTH-12){rs2[11]}}, rs2};
            5'b0110: rd = rs1 ^ {{(DATA_WIDTH-12){rs2[11]}}, rs2};
            5'b10001: rd = ($signed(rs1) < $signed({{(DATA_WIDTH-12){rs2[11]}}, rs2})) ? 1'd1 : 1'd0;
            5'b10010: rd = (rs1 < {{(DATA_WIDTH-12){rs2[11]}}, rs2}) ? 1'd1 : 1'd0;
            5'b10011: rd = {{DATA_WIDTH-12{1'b0}}, rs2};
            5'b10100: rd = rs1 + {{DATA_WIDTH-12{1'b0}}, rs2};
            default: rd = 'b0;
        endcase
    end
endmodule
==> /design/flow/run.sh <==
#!/bin/bash
# OpenROAD 26Q1-2900-gdf79404cd8, Yosys 0.63+post, stock flow scripts
make -C /OpenROAD-flow-scripts/flow DESIGN_CONFIG=/design/flow/config.mk WORK_HOME=/design/flow/orfs finish
==> /design/flow/config.mk <==
export PLATFORM = sky130hd
export DESIGN_NAME = ALU
export DESIGN_NICKNAME = ALU
export VERILOG_FILES = /design/flow/design.v
export SDC_FILE = /design/flow/constraint.sdc
export NUM_CORES = 4
export LEC_CHECK = 1
export CORE_UTILIZATION = 40
==> /design/flow/constraint.sdc <==
current_design ALU

set clk_period 23.3
set clk_io_pct 0.2

create_clock -name clk0 -period $clk_period

set non_clock_inputs [all_inputs -no_clocks]
set_input_delay [expr $clk_period * $clk_io_pct] -clock clk0 $non_clock_inputs
set_output_delay [expr $clk_period * $clk_io_pct] -clock clk0 [all_outputs]
==> impl_metrics.env <==
# source this file to load flow results
export IMPL_p_leak_uw=0.00411
export IMPL_syn_cell_area_mm2=0.00871
export IMPL_postSynthSeqShare_pct=0
export IMPL_routed_wl_um=43000
export IMPL_hold_viol=0
export IMPL_cts_hold_buffers=0
export IMPL_top_area_share_pct=14.1
export IMPL_grt_pass1_vias=10295
export IMPL_ys_cells=1367
export IMPL_power_density_mw_per_mm2=26.3
export IMPL_num_vias=11214
export IMPL_placed_area_mm2=0.00988
export IMPL_common_cells="157 x o21ai_0, 142 x nor2_1, 132 x a21oi_1"
export IMPL_initial_core_util_pct=41.2
export IMPL_antenna_found_initial=1
export IMPL_holdWs_ns=10.50
export IMPL_fin_ws_ns=8.26
export IMPL_cts_setup_buffers=0
export IMPL_vdd_drop_max_v=0.0000106
export IMPL_regArea_um2=0
export IMPL_postRouteAntennaNets=0
export IMPL_rows=53
export IMPL_synth_distinct_cells=78
export IMPL_worstPathRequired_ns=18.64
export IMPL_top_area_cell="ha_1"
export IMPL_ys_chip_area_mm2=0.00871
export IMPL_overflow=0
export IMPL_place_worst_setup_slack_ns=8.44
export IMPL_max_cap_violations=0
export IMPL_drv_slew=0
export IMPL_grt_use_total_pct=38.8
export IMPL_setup_viol=0
export IMPL_whs_path_depth=4
export IMPL_pin_count=104
export IMPL_ctsResizeCount=0
export IMPL_dp_hpwl_um=33400
export IMPL_crit_top_cell="clkdlybuf4s50_1"
export IMPL_grt_pass1_wl_um=64400
export IMPL_syn_to_final_growth_pct=13.5
export IMPL_core_region_area_mm2=0.0212
export IMPL_drive_above_1_share_pct=4.82
export IMPL_n_antenna_cell=0
export IMPL_ff_count=0
export IMPL_drtIter0Drc=1251
export IMPL_crit_path_cell_trace="clkdlybuf4s50_1 -> buf_4 -> inv_1 -> ha_1 -> nand2b_1 -> a211oi_2 -> a21oi_1 -> a211o_1 -> a221o_1 -> xnor2_1 -> or3b_1 -> nor4_1 -> nand4_1 -> or4_1 -> nor2_1 -> clkdlybuf4s50_1"
export IMPL_criticalPathCategory="in2out"
export IMPL_fin_setup_tns_ns=0
export IMPL_ys_top_cells_by_area="ha_1 14%, mux2i_1 9.5%, o21ai_0 9.0%, a21oi_1 7.6%, nor2_1 6.1%"
export IMPL_fmax_ghz=0.0665
export IMPL_io_buffers=104
export IMPL_finalClockPeriodUsage_pct=64.5
export IMPL_worst_path_max_delay_cell="ha_1"
export IMPL_gp_congestion=1.03
export IMPL_tightest_slew_ns=0.819
export IMPL_synth_most_common_cell="o21ai_0"
export IMPL_rsz0062_at_grt="no"
export IMPL_fin_area_mm2=0.00988
export IMPL_chipArea_mm2=0.0224
export IMPL_synthesis_instances=1367
export IMPL_outcome="complete, no violations"
export IMPL_die_h_um=150
export IMPL_period_minus_slack_ns=15.04
export IMPL_critPathCaptureType="primary output"
export IMPL_max_slew_margin_rel_pct=45.0
export IMPL_yosys_warnings=1
export IMPL_critPathMaxStageDelay_ns=0.62
export IMPL_wire_per_inst_um=25.8
export IMPL_die_w_um=150
export IMPL_start_kind="input pin"
export IMPL_hp_class="in2out"
export IMPL_critPathArrivalTime_ns=10.38
export IMPL_grt_max_degree=63
export IMPL_drtPass1Iterations=6
export IMPL_avgSynthCellArea_um2=6.37
export IMPL_tool_warnings=97
export IMPL_cp_max_fo=40
export IMPL_via_per_inst=6.74
export IMPL_drc=0
export IMPL_num_clock_buffers=0
[path summary, 6_finish.rpt]
path    start      to  slack [ns]
min   rs2[11]  rd[11]       10.50
max    rs2[4]    zero        8.26
[metrics by stage]
| stage | util, % | power (uW) | std cells |
|---|---|---|---|
| 6_report | 46.7 | 260 | 1664 |
| 5_1_grt | 46.7 | 279 | 1664 |
| 4_1_cts | 46.7 | 254 | 1664 |
| 3_5_place_dp | 46.7 | 253 | 1664 |
| 3_3_place_gp | 46.7 | 254 | 1664 |
| 2_1_floorplan | - | 154 | 1367 |
[per-layer routing]
metal	vias to the layer above	global-route usage (%)	share of wire (%)
met1	5329	53.8	42
met2	612	60.5	45
li1	5161	-	-
met4	4	14.7	4.5
met5	-	1.36	0.11
met3	108	5.75	8.9
[power breakdown]
group / internal, uW / switching [uW] / total, uW
Sequential: 0 / 0 / 0
Combinational: 98.7 / 162 / 260
Clock: 0 / 0 / 0
Total: 98.7 / 162 / 260
[critical path: cells and delay by family]
family,cells,cell delay [ns]
adders and majority gates,1,0.62
xor gates and xnor gates,1,0.13
and+or+nand+nor,6,1.96
AOI/OAI and AO/OA,4,1.17
buffers and inverters,4,1.83
[placed cells by master (no fill, tap or decap), drive strengths merged, types with 10 or more instances in the layout]
cell / netlist / routed
a211oi: 12 / 12
a21oi: 132 / 132
a221o: 10 / 10
a221oi: 15 / 15
a222oi: 26 / 26
a31oi: 16 / 16
buf: 14 / 27
clkdlybuf4s50: 0 / 100
ha: 98 / 98
inv: 98 / 98
mux2: 10 / 10
mux2i: 83 / 83
nand2: 118 / 118
nand2b: 23 / 23
nand3: 16 / 16
nor2: 142 / 142
nor2b: 14 / 14
nor3: 26 / 26
nor4: 11 / 11
o211ai: 36 / 36
o21ai: 160 / 160
o21bai: 14 / 14
o221ai: 15 / 15
o22ai: 16 / 16
o31ai: 12 / 12
xnor2: 17 / 17
[cell families after synthesis]
family,after synthesis,share of synthesized area (%)
AND-OR/OR-AND,543,40.8
XOR/XNOR,21,2.11
adder cells (fa/ha/maj),100,14.5
buffers and inverters,206,8.95
multiplexers,100,12.6
AND/OR/NAND/NOR,397,20.9
[layout make-up]
type                       count  area (um^2)
fill                        2287        11300
inverter                     101          379
multi-input combinational   1161         7960
tap                          275          344
timing repair buffer         127         1190
Power and IR drop assume default switching activity.

[config.mk]
export PLATFORM = sky130hd
export DESIGN_NAME = sequence_detector_top
export DESIGN_NICKNAME = sequence_detector_top
export VERILOG_FILES = /design/flow/design.v
export SDC_FILE = /design/flow/constraint.sdc
export NUM_CORES = 4
export LEC_CHECK = 1
export CORE_AREA = 10 10 94 94
export DIE_AREA = 0 0 104 104
[constraint.sdc]
current_design sequence_detector_top

set clk_period 4.4
set clk_io_pct 0.2

create_clock -name clk0 -period $clk_period [get_ports {clk}]

set non_clock_inputs [all_inputs -no_clocks]
set_input_delay [expr $clk_period * $clk_io_pct] -clock clk0 $non_clock_inputs
set_output_delay [expr $clk_period * $clk_io_pct] -clock clk0 [all_outputs]
[design.v]
module jk_ff(reset, clk, j, k, q);	 
	input reset, clk, j, k;	 
	output q;	 
	reg q;	 
	always @(posedge clk, posedge reset) begin	 
		if (reset) begin 
			q <= 0;		 
		end
		else begin		 
			q <= (j&~q)|(~k&q);
		end
	end
endmodule	 
module sequence_detector(reset, clk, x, y);
	input reset, clk, x;  
	output y;  
	wire j1, k1, q1, j2, k2, q2;	 
	jk_ff ff1(						 
			.reset(reset),
			.clk(clk),
			.j(j1),
			.k(k1),
			.q(q1));
	jk_ff ff2(						 
			.reset(reset),
			.clk(clk),
			.j(j2),
			.k(k2),
			.q(q2));
	assign y = q1 & ~q2 & ~x;	 
	assign j1= x & q2;
	assign k1= (x^q2);
	assign j2= ~x;
	assign k2= x;
endmodule 
module sequence_detector_top(reset_inv, clk, x, y, blink);
	localparam clk_dev_coef = 10;	 
	input reset_inv, clk;	 
	output x, y, blink;		 
	wire clk_dev, reset;	 
	reg[24:0] clk_div_reg;	 
	sequence_detector sd(					 
						.reset(reset),
						.clk(clk_dev),
						.x(x),
						.y(y));
	sequence_generator sg(					 
						.reset(reset),
						.clk(clk_dev),
						.seq(x));
	assign clk_dev = clk_div_reg[clk_dev_coef];	 
	assign blink = clk_div_reg[24];				 
	assign reset = ~reset_inv;					 
	always@(posedge clk, posedge reset) begin	 
		if (reset) clk_div_reg <= 0;
		else clk_div_reg <= clk_div_reg + 1;
	end
endmodule 
module sequence_generator(reset, clk, seq);  
	localparam init_seq = 4'b1000;	 
	input reset, clk;	 
	output seq;			 
	reg[$size(init_seq)-1:0] seq_reg;	 
	assign seq = seq_reg[$size(init_seq)-1];	 
	always @(posedge clk, posedge reset) begin	 
		if (reset) begin	 
			seq_reg <= init_seq;
		end
		else begin			 
			seq_reg <= {seq_reg[$size(init_seq)-2:0], seq_reg[$size(init_seq)-1] ^ seq_reg[$size(init_seq)-2]};
		end
	end
endmodule 
[run.sh]
#!/bin/bash
# OpenROAD 26Q1-2900-gdf79404cd8, Yosys 0.63+post, stock flow scripts
make -C /OpenROAD-flow-scripts/flow DESIGN_CONFIG=/design/flow/config.mk WORK_HOME=/design/flow/orfs finish
==> run notes <==
yosys + openroad results -> cell family with most CP delay buffers and inverters, Ys Warns 3, Hold-fix buffers, CTS 0, Fill cells 761, fp_density 19.9%, yosys cell count 112, Hold WC Path Type flop to flop, Slew @ Worst Pin 0.422 ns, first-pass GRT wire length 3660 µm, Flops after synth 31, status completed, CTS clk-pin slew, worst paths 0.08 ns, Worst Path Arrival 1.09 ns, total setup buffers inserted after CTS 0, RSZ-0062 raised after global routing no, GPL Wtd Cong 0.740, DR DRC count 0, H-tree depth 1, CTS tree yes, Routed Antenna Nets 0, Final Slew Violations 0, post-CTS sizing 0, Ant. Diodes 0, Max stage delay on crit path 0.47 ns, endpoints left unconstrained 8, share of layout cells above drive strength 1 10.7%, Top logic family simple AND/OR/NAND/NOR gates, peak supply drop 96.5 µV, Mapped Area 1360 µm², yosys stat area 1360 µm², origin of the critical flop-to-flop path clk_div_reg[0]$_DFF_PN0_, CTS Buffer Depth 2, Clock Skew 0.00130 ns, Cells on Worst Hold Path 1, max-cap violations 0, max reg flops 25, count of tool warnings 27, Post-Layout Cell Count 217, most numerous logic cells after layout dfrtp_1, xnor2_1, nand3_1, nand2_1, crit path cell chain clkdlybuf4s50_1, r2r setup slk 2.74 ns, Rel. slew slack 71.7%, hpwl dp 1410 µm, Critical-path top delay cell clkdlybuf4s50_1, fmax 508 MHz, proportion of synthesized area in mux cells 0.736%, Die Size 10800 µm², min-delay src clk_div_reg[23]$_DFF_PN0_, Seq/Total Area, Yosys 57.1%, violation tally from detailed-route iteration zero 47, largest net degree at the start of global routing 32, root buffer cell clkbuf_8, Comb gate area 557 µm², hold worst-path end clk_div_reg[23]$_DFF_PN0_, period utilization 44.7%, synthesis-to-layout area growth 15.6%, height of the die 104 µm, initial antenna violation count 0, vias in the first global route 817, later-pin clock latency in the skew report 0.26 ns, Worst setup EP type output pin, WS Path Type flop to output pin, placed instance count 213, syn_area_per_cell 12.1 µm², gr usage total 3.87%, post-layout min period 1.97 ns, register area 777 µm², Simple-Gate Fraction of Synth Area 21.1%, Reg-to-Reg End clk_div_reg[24]$_DFF_PN0_, Final Hold Viols 0, Cell Rows 30, CP bufs+invs 1, final setup violation count 0, Synth Instances 112, Placeable Area 6830 µm², Via density 3.55, P_leak 0.000673 µW, Port Buffers 4, Routed WL 1980 µm, ao+oa area frac 0%, Unique cell types 21, io pins 5, die width 104 µm, CP Data Required Time 3.52 ns, Cell Pwr Density 234 nW/µm², FA/HA/MAJ Cells, Area Fraction 3.68%, register pins left without a clock 6, DR WL/cell 9.12 µm, Commonest Layout Cell dfrtp_1, Vias 770, crit path max fanout 2, Pre-antenna DRT Iters 4, yosys xor share 15.5%, R2R depth 5, Fin Setup TNS 0 ns, grt ovf 0, total CTS buffers 3, CP Launch Type flop
## metrics by stage
stage / instance area, µm² / power (µW) / utilization [%] / hold slack (ns) / setup WS, ns
after global placement: 1530 / 241 / 22.4 / 0.455 / 2.71
final: 1570 / 368 / 23.0 / 0.464 / 2.43
after CTS: 1570 / 374 / 23.0 / 0.473 / 2.41
after detailed placement: 1530 / 241 / 22.4 / 0.458 / 2.71
after global routing: 1570 / 383 / 23.0 / 0.485 / 2.38
after floorplan: 1360 / 234 / - / 0.424 / 3.00
## Yosys cell counts
cell / n / share of area [%]
dfrtp_1: 30 / 55
xnor2_1: 17 / 11
nand3_1: 12 / 4.4
nand2_1: 9 / 2.5
inv_1: 7 / 1.9
xor2_1: 7 / 4.5
and3_1: 5 / 2.3
ha_1: 4 / 3.7
nor2_1: 4 / 1.1
nand3_4: 2 / 2.6
nand4_1: 2 / 0.92
nor3_1: 2 / 0.74
nor3_2: 2 / 1.5
nor4_1: 2 / 0.92
and3_2: 1 / 0.55
and4_1: 1 / 0.64
dfstp_2: 1 / 1.9
mux2i_1: 1 / 0.74
nor4_2: 1 / 0.92
nor4_4: 1 / 1.6
or2_2: 1 / 0.46
## layout make-up
type | instances | area share, %
Sequential cell | 31 | 49.4
Multi-Input combinational cell | 74 | 35.4
Tap cell | 96 | 7.64
Timing Repair Buffer | 5 | 3.02
Clock buffer | 4 | 2.86
Inverter | 7 | 1.67
## metal layers
layer	part of all wire [%]	GRT usage (%)	up-vias
met4	1.2	0.696	0
met5	0	0	-
met1	53	5.44	369
met2	44	6.13	3
li1	-	-	396
met3	2.0	0.752	2
## where the power goes
| group | switching, µW | total (µW) | internal (µW) |
|---|---|---|---|
| Sequential | 0 | 230 | 230 |
| Combinational | 5.31 | 6.67 | 1.36 |
| Clock | 67.2 | 132 | 64.6 |
| Total | 72.5 | 368 | 295 |
## how the worst max path moves through the flow
| stage | startpoint | to | slack, ns | depth (start not counted) |
|---|---|---|---|---|
| after CTS | clk_div_reg[24]$_DFF_PN0_ | blink | 2.41 | 1 |
| final | clk_div_reg[24]$_DFF_PN0_ | blink | 2.43 | 1 |
| after global routing | clk_div_reg[24]$_DFF_PN0_ | blink | 2.38 | 1 |
## kinds of logic (layout without fill, tap and decap cells)
kind of cell	count (synthesis)	count (layout)
flip-flops	31	31
XOR/XNOR	24	24
adder cells (fa/ha/maj)	4	4
AND/OR/NAND/NOR	45	45
multiplexers	1	1
buffers and inverters	7	16
Power is estimated from default activity; no workload was simulated.
